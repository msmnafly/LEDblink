### /design/flow/config.mk
export PLATFORM = sky130hd
export DESIGN_NAME = top
export DESIGN_NICKNAME = top
export VERILOG_FILES = /design/flow/design.v
export SDC_FILE = /design/flow/constraint.sdc
export NUM_CORES = 4
export LEC_CHECK = 1
export CORE_UTILIZATION = 30
### /design/flow/constraint.sdc
current_design top

set clk_period 3.7
set clk_io_pct 0.2

create_clock -name clk0 -period $clk_period [get_ports {clk}]

set non_clock_inputs [all_inputs -no_clocks]
set_input_delay [expr $clk_period * $clk_io_pct] -clock clk0 $non_clock_inputs
set_output_delay [expr $clk_period * $clk_io_pct] -clock clk0 [all_outputs]
### /design/flow/design.v
`timescale 1ns / 1ps
module divider
#(
)(
input clk,
output reg divide = 0,
output reg divide2 = 1'b1
);
integer counter_value = 0;  
localparam div_value = 49999999;
always@ (posedge clk)
begin
	if (counter_value == div_value)
		counter_value <= 0;	 
	else
		counter_value <= counter_value+1;  
end			
always@ (posedge clk)
begin
	if (counter_value == div_value)begin
		divide <= ~divide;  
		divide2 <= ~divide2;
	end	
	else begin
		divide <= divide;  
		divide2 <= divide2;
	end	
end
endmodule
`timescale 1ns / 1ps
module top
#(
)(
input clk,
output [1:0] LED
);
divider wrapper(
.clk(clk),
.divide(LED[0]),
.divide2(LED[1])
);
endmodule
### /design/flow/run.sh
#!/bin/bash
# OpenROAD 26Q1-2900-gdf79404cd8, Yosys 0.63+post, stock flow scripts
make -C /OpenROAD-flow-scripts/flow DESIGN_CONFIG=/design/flow/config.mk WORK_HOME=/design/flow/orfs finish
==> results.py <==
# Metrics from the implementation run
metrics = {
    "final_layout": {
        "register_area_um2": 701,
        "num-fill-cells": 502,
        "syn2layout_area_growth_pct": 11.2,
        "layout-drive-gt1-share_pct": 10.5,
        "logic_area_um2": 835,
    },
    "critical_path": {
        "worst-endpoint-arrival_ps": 1860,
        "required_ps": 3620,
        "reg2reg_depth": 3,
        "cp-startpoint": "wrapper.counter_value[11]",
        "path_class": "flop to flop",
        "cp-start-kind": "flop",
        "cp_max_fo": 11,
        "reg2reg_from": "wrapper.counter_value[11]",
        "cp-end-kind": "flop",
    },
    "clock_network": {
        "path_clk_slew_ps": 70,
        "cts-root-buf": "clkbuf_8",
        "cts_hold_buf": 0,
        "clk_latency_ps": 280,
        "cts_tree": "done",
        "cts_buffer_depth": 2,
        "cts_buffers": 5,
        "postCtsSetupBuffers": 0,
        "clock-sinks": 34,
        "cts_resized": 0,
        "cts_max_level": 2,
    },
    "global_route": {
        "grt_pass1_wl_um": 5470,
        "grt_pass1_vias": 1097,
        "antenna_found_initial": 0,
        "grt_max_degree": 12,
        "grt_use_total_pct": 12.9,
        "overflow": 0,
    },
    "placed_design": {
        "port_buffers": 2,
        "hpwl_um": 2130,
        "gp_congestion": 0.862,
    },
    "min_path": {
        "hp-class": "flop to flop",
        "min_from": "wrapper.counter_value[31]",
        "worstHoldPathCells": 1,
    },
    "final_timing": {
        "clock_skew_ps": 5.12,
        "rsz0062_at_grt": "false",
        "setup_viol_count_final": 0,
        "worst_slew_pin_slew_ps": 754,
        "final.min_clock_period_ps": 1950,
        "tns_ps": 0,
        "finalHoldViolations": 0,
        "max_freq_mhz": 513,
        "slew_headroom_pct": 49.3,
        "finalMaxSlewViolations": 0,
        "finalClockPeriodUsage_pct": 52.7,
    },
    "synthesis": {
        "synthCells": 165,
        "netlist_area_um2": 1570,
        "ff_type": "dfxtp_1",
        "top_logic_kind": "simple AND/OR/NAND/NOR gates",
        "ys_seq_share_pct": 44.6,
        "synth_cell_type_count": 34,
        "synthArstFlopShare_pct": 0,
        "ys_sh_xor_pct": 12.3,
        "ys_cells": 165,
        "synth-edff-count": 2,
        "yosysWarnings": 1,
        "synthAdderAreaFrac_pct": 0.796,
        "yosys.area_share.aoi_pct": 6.60,
        "ys_sh_mux_pct": 0,
        "ys_area_um2": 1570,
        "synth-simple-area-share_pct": 33.4,
        "numSynthFlops": 34,
        "postSynthAreaPerCell_um2": 9.53,
    },
    "detailed_routing": {
        "drtIter0Drc": 66,
        "wl_um": 3030,
        "drc_errors": 0,
        "postRouteAntennaNets": 0,
        "dr.pass1.iters": 4,
        "viasPerCell": 4.97,
        "vias": 1188,
        "wl_per_cell_um": 12.7,
        "insertedDiodeCount": 0,
    },
    "die": {
        "dieArea_um2": 5540,
        "core_um2": 4880,
        "ios": 3,
        "fp_util_pct": 32.2,
        "rows": 25,
        "die_w_um": 74.4,
        "die_y_um": 74.4,
    },
    "pwr": {
        "vdd_ir_drop_max_mv": 0.196,
        "p_leak_nw": 0.638,
        "finalPower_mw": 0.649,
        "cellPowerDensity_nw_per_um2": 371,
    },
    "job": {
        "openroad.warnings": 25,
        "max_cap_viol_count": 0,
    },
    "outcome": {
        "outcome": "finished, final reports clean",
    },
}
-- cell usage after synthesis (3+ instances only) --
master   count  share of area, %
dfxtp_1     32                41
nand4_1     16               6.4
nor2_1      13               3.1
xnor2_1     13               7.2
nand2_1     11               2.6
nand3_1      9               2.9
xor2_1       9               5.0
and3_1       8               3.2
a21oi_1      7               2.2
inv_1        5               1.2
and4_1       4               2.2
nor4_1       4               1.6
or3_1        4               1.6
nor3_1       3              0.95
o21ai_0      3              0.95
-- layout by cell type, fill, tap and decap left out, types with 2 or more instances in the layout --
master           Yosys  layout
nor4_1               4       4
nand2_1             11      11
a21oi_1              7       7
a31o_2               2       2
nor3_1               3       3
nand4_2              2       2
dfxtp_1             32      32
xnor2_1             13      13
clkbuf_8             0       6
o21ai_0              3       3
nand4_1             16      16
and4_1               4       4
nor4_4               2       2
nor2_1              13      13
and3_1               8       8
nand3_1              9       9
clkdlybuf4s50_1      0       2
edfxtp_1             2       2
inv_1                5       5
xor2_1               9       9
or3_1                4       4
-- area by class of cell --
cell class | count | share of cell area, %
clock buffer | 7 | 4.94
timing repair buffer | 2 | 1.14
clock inverter | 1 | 0.286
multi-input combinational | 123 | 47.7
inverter | 5 | 1.07
tap | 67 | 4.79
sequential | 34 | 40.1
-- worst max-delay path: stages (launching register included) --
cell,delay [ps]
dfxtp_1,380
nor4_1,300
nand4_1,230
nor4_4,670
-- through the flow --
step | hold slack [ps] | worst slack [ps] | util, % | area, µm² | instances
floorplan | 426 | 2010 | - | 1570 | 165
global placement | 440 | 1770 | 34.0 | 1660 | 231
detailed placement | 453 | 1750 | 34.0 | 1660 | 231
CTS | 464 | 1740 | 35.8 | 1750 | 239
global route | 501 | 1600 | 35.8 | 1750 | 239
finish | 464 | 1750 | 35.8 | 1750 | 239
-- cells by family (layout without fill, tap and decap cells) --
kind of cell             Yosys count  after routing
AND-OR/OR-AND                     16             16
buffers and inverters              8             15
adder cells (fa/ha/maj)            1              1
AND/OR/NAND/NOR                   84             84
XOR/XNOR                          22             22
flip-flops                        34             34
-- sequential cells by signal (all words and copies together), names as in the netlist --
name                   flops
wrapper.counter_value     32
wrapper.divide             1
wrapper.divide2            1
-- where the power goes --
group / leakage, nW / total (mW) / switching (mW) / internal [mW]
sequential: 0.281 / 0.369 / 0 / 0.369
clock: 0.0482 / 0.281 / 0.131 / 0.150
combinational: 0.309 / 0.000000309 / 0 / 0
total: 0.638 / 0.649 / 0.131 / 0.519
-- routing by layer --
metal	wire length, µm	GRT usage [%]
met1	1710	23.0
met2	1150	16.4
met3	110	2.47
met4	51	1.89
met5	0	0
-- final timing paths --
check	end	slack [ps]
worst max-delay path	wrapper.divide2	1750
worst min register to register	wrapper.counter_value[31]	460
worst max register to register	wrapper.divide2	1750
worst min-delay path	wrapper.counter_value[31]	460
Power is estimated from default activity; no workload was simulated.
